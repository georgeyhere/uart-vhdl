[flow/run.sh]
#!/bin/bash
# OpenROAD 26Q1-2900-gdf79404cd8, Yosys 0.63+post, stock flow scripts
make -C /OpenROAD-flow-scripts/flow DESIGN_CONFIG=/design/flow/config.mk WORK_HOME=/design/flow/orfs finish
[flow/config.mk]
export PLATFORM = sky130hd
export DESIGN_NAME = ref_uart_tx
export DESIGN_NICKNAME = ref_uart_tx
export VERILOG_FILES = /design/flow/design.v
export SDC_FILE = /design/flow/constraint.sdc
export NUM_CORES = 4
export LEC_CHECK = 1
export CORE_AREA = 10 10 92 92
export DIE_AREA = 0 0 102 102
[flow/constraint.sdc]
current_design ref_uart_tx

set clk_period 2.2
set clk_io_pct 0.2

create_clock -name clk0 -period $clk_period [get_ports {i_clk}]

set non_clock_inputs [all_inputs -no_clocks]
set_input_delay [expr $clk_period * $clk_io_pct] -clock clk0 $non_clock_inputs
set_output_delay [expr $clk_period * $clk_io_pct] -clock clk0 [all_outputs]
[flow/design.v]
module ref_uart_tx 
    #(parameter CLKS_PER_BAUD = 24'd868)
    (
    input  wire       i_clk,
    input  wire       i_rstn,
    input  wire       i_wr,
    input  wire [7:0] i_data,
    output wire       o_uart_tx,
    output reg        o_busy
    );
    reg [3:0]  STATE, NEXT_STATE;
    localparam START = 4'h0;
    localparam BIT_0 = 4'h1;
    localparam BIT_1 = 4'h2;
    localparam BIT_2 = 4'h3;
    localparam BIT_3 = 4'h4;
    localparam BIT_4 = 4'h5;
    localparam BIT_5 = 4'h6;
    localparam BIT_6 = 4'h7;
    localparam BIT_7 = 4'h8;
    localparam LAST  = 4'h8;
    localparam IDLE  = 4'hf;
    reg [8:0]                     tx_queue;
    reg [$clog2(CLKS_PER_BAUD):0] baudCounter;
    reg                           baud;
    initial begin
        o_busy     = 0;
        tx_queue   = 9'h1ff;   
        STATE      = IDLE;
        NEXT_STATE = IDLE;
    end
    always@(posedge i_clk) begin
        if(!i_rstn) begin
            baudCounter <= 0;
            baud        <= 0;
        end
        else begin
            if(i_wr && !o_busy) begin
                baudCounter <= CLKS_PER_BAUD-1;
                baud        <= 0;
            end
            else if(!baud) begin
                baudCounter <= baudCounter-1;
                baud        <= (baudCounter == 1);
            end
            else if(STATE != IDLE) begin
                baudCounter <= CLKS_PER_BAUD-1;
                baud        <= 0;
            end
        end
    end
    always@* begin
        case(STATE)
            IDLE:    NEXT_STATE = ((i_wr)&&(!o_busy)) ? START:IDLE;
            LAST:    NEXT_STATE = (baud) ? IDLE:STATE;
            default: NEXT_STATE = (baud) ? (STATE+1):STATE;
        endcase
    end
    always@(posedge i_clk) begin
        if(!i_rstn) STATE <= IDLE;
        else        STATE <= NEXT_STATE;
    end
    assign o_uart_tx = tx_queue[0];
    always@(posedge i_clk) begin
        if(!i_rstn) begin
            tx_queue <= 9'h1ff;
        end
        else begin
            if(i_wr && !o_busy) tx_queue <= {i_data, 1'b0}; 
            else if(baud)     tx_queue <= {1'b1, tx_queue[8:1]};
        end
    end
    always@(posedge i_clk) begin
        if(!i_rstn) begin
            o_busy <= 0;
        end
        else if(i_wr && !o_busy) begin
            o_busy <= 1;
        end
        else if(baud) begin
            case(STATE)
                IDLE:    o_busy <= 0;
                default: o_busy <= 1; 
            endcase
        end
    end
endmodule
==> flow_summary_export.csv <==
group,metric,value,unit
synth,syn_area,0.00135,mm2
timing,rsz0062_at_grt,"no",
cts,clkTransAtPathRegs,0.09,ns
synth,top_area_cell,"dfxtp_1",
cts,cts_hold_buf,0,
setup_path,critical-path-max-stage-delay,0.40,ns
synth,async_reset_ff_frac,0,
place,numPortBuffers,12,
setup_path,critPathArrivalTime,1.80,ns
die,rows,29,
route,top_layer_used,"met4",
die,die_y,102,um
power,pwr-share-clk,0.255,
synth,ys_chip_area,0.00135,mm2
setup_path,cp_slowest_cell,"dfxtp_1",
setup_path,cp.required,2.34,ns
timing,fin_crit_sh,0.753,
route,via_per_inst,4.43,
min_path,worst_hold_path_type,"reg2reg",
synth,ys_cells,151,
setup_path,path_cells,"ha_1, nand3_1, a21oi_1, a21boi_0",
final_layout,final_area,0.00161,mm2
setup_path,cp-start-kind,"flop",
place,placed_cells,236,
die,fp_util,0.208,
power,power_leakage,0.597,nW
global_route,grt_pass1_wl,4910,um
route,drt-met1-wl,1420,um
power,ir_drop,0.000282,V
synth,yosys_warnings,1,
route,diodes,0,
cts,insertion_delay,0.27,ns
route,first_pass_iters,4,
die,core,0.00646,mm2
timing,worstMarginPinSlew,0.382,ns
synth,ys_types,40,
setup_path,crit_family,"AND-OR/OR-AND gates",
cts,cts_tree,"yes",
final_layout,drive_gt1_frac,0.104,
cts,post_cts_buffers,0,
power,pwr-share-comb,0.257,
power,swShare,0.309,
synth,ys_seq_frac,0.387,
final_layout,final_cells,240,
timing,setup_viol,0,
global_route,grtUsageTotal,0.0553,
die,ioPinCount,13,
power,total_power,1.21,mW
route,wl_met3,97,um
synth,ys.flops,26,
synth,syn_avg_cell_area,8.91,um2
place,place_congestion,0.848,
timing,fin_ws,0.543,ns
cts,cts.sinks,26,
setup_path,cp_max_fo,7,
route,route.met2.wl,1200,um
timing,final_max_slew_viol_count,0,
route,wirelength,2740,um
route,route.detailed.drc,0,
route,avgRoutedWirePerCell,11.4,um
synth,synthCells,151,
die,die_area,0.0104,mm2
timing,period_minus_slack,1.66,ns
power,seqPwrFrac,0.488,
global_route,grt_pass1_vias,1033,
place,postPlaceCellArea,0.00156,mm2
run,warnings,27,
cts,clockRootBuffer,"clkbuf_8",
die,die.size.x,102,um
route,detail-route-antenna-nets,0,
timing,maxSlewHeadroom,0.745,
global_route,antenna_found_initial,0,
cts,htreeDepth,1,
timing,clock.fmax,604,MHz
setup_path,crit_buf_inv,0,
global_route,grt_max_degree,17,
final_layout,lay_top_cells,"dfxtp_1 (26), nand2_1 (20), o21ai_0 (16)",
timing,worst_clock_skew,0.00771,ns
synth,synthTopCellsByArea,"dfxtp_1 (39%), mux2i_1 (6.7%), o21ai_0 (6.0%)",
power,intPower,0.836,mW
run_status,status,"finished, final reports clean",
synth,edf_count,0,
cts,clk_path_buf_depth,2,
run,max_cap_violations,0,
route,drtIter0Drc,70,
setup_path,critical_path_class,"reg2reg",
power,switching_power,0.373,mW
final_layout,fin_util,0.249,
synth,ff_type,"dfxtp_1",
setup_path,cp-end-kind,"flop",
timing,whs,0.495,ns
place,dp_hpwl,1980,um
route,dr_total_vias,1062,
synth,top_cell_area_share,0.387,
timing,hold_viol,0,
final_layout,area_growth,19.7,%
cts,cts_resized,0,
place,pre_cts_ws,0.344,ns
timing,fin_tns_setup,0,ns
final_layout,lay_top_count,"dfxtp_1",
cts,cts_made_buffers,3,
global_route,grt_overflow,0,
power,power_density,751,mW/mm2
## path summary, 6_finish.rpt
check	startpoint	endpoint	slack [ns]	cells after the start
min	o_busy	o_busy	0.50	2
min reg2reg	o_busy	o_busy	0.50	2
max reg2reg	STATE[0]	baudCounter[9]	0.54	4
max	STATE[0]	baudCounter[9]	0.54	4
## worst min-delay path: stages (launching register included)
cell and delay, ns:
dfxtp_1 0.34, nand2_1 0.05, a21boi_0 0.06
## layer usage
layer / vias to the layer above / GRT usage
met4: 0 / 0.00976
met5: - / 0
met2: 17 / 0.0835
met3: 2 / 0.00954
met1: 488 / 0.0819
li1: 555 / -
## power groups by stage
| stage | registers [mW] | clock network, mW | logic, mW |
|---|---|---|---|
| CTS | 0.590 | 0.324 | 0.312 |
| global route | 0.600 | 0.341 | 0.356 |
| finish | 0.590 | 0.308 | 0.311 |
## logic make-up (layout without fill, tap and decap cells)
| kind of cell | after synthesis | count (layout) | share of synthesized area |
|---|---|---|---|
| buf+inv | 15 | 27 | 0.0493 |
| mux | 11 | 11 | 0.0865 |
| flops | 26 | 26 | 0.387 |
| xor+xnor | 5 | 5 | 0.0326 |
| simple gates | 51 | 51 | 0.217 |
| fa+ha+maj | 4 | 4 | 0.0372 |
| compound gates | 39 | 39 | 0.191 |
## synthesized netlist by cell type (3+ instances only)
cell type and instances:
mux2i_1 9, dfxtp_1 26, xor2_1 4, nor2_1 9, nand4_1 3, buf_2 3
nor3_1 5, inv_1 6, nand2_1 20, o2111ai_1 3, ha_1 4, o21ai_0 16
a22oi_1 3, a21oi_1 5, a21boi_0 5
## sequential cells by signal, indices dropped and copies added, names as in the netlist
| register | cells |
|---|---|
| tx_queue | 9 |
| o_busy | 1 |
| baudCounter | 11 |
| STATE | 4 |
| baud | 1 |
## final cells by class
| cell class | count | area [um2] |
|---|---|---|
| Fill cell | 686 | 4850 |
| Multi-Input combinational cell | 110 | 758 |
| Sequential cell | 26 | 520 |
| Timing Repair Buffer | 17 | 158 |
| Tap cell | 77 | 96.3 |
| Clock buffer | 4 | 55.1 |
| Inverter | 6 | 22.5 |
No activity file was given, so power comes from the tool's default toggle rates.
