`flow/constraint.sdc`:
```
current_design ref_uart_rx

set clk_period 3.6
set clk_io_pct 0.2

create_clock -name clk0 -period $clk_period [get_ports {i_clk}]

set non_clock_inputs [all_inputs -no_clocks]
set_input_delay [expr $clk_period * $clk_io_pct] -clock clk0 $non_clock_inputs
set_output_delay [expr $clk_period * $clk_io_pct] -clock clk0 [all_outputs]
```
`flow/design.v`:
```
module ref_uart_rx 
    #(parameter CLKS_PER_BAUD = 868)
    (
    input  wire       i_clk,
    input  wire       i_rstn,
    input  wire       i_rx,
    output reg  [7:0] o_rx_data,
    output reg        o_rx_dvalid
    );
    localparam IDLE      = 4'h0;
    localparam RX_BIT_0  = 4'h1;
    localparam RX_BIT_1  = 4'h2;
    localparam RX_BIT_2  = 4'h3;
    localparam RX_BIT_3  = 4'h4;
    localparam RX_BIT_4  = 4'h5;
    localparam RX_BIT_5  = 4'h6;
    localparam RX_BIT_6  = 4'h7;
    localparam RX_BIT_7  = 4'h8;
    localparam STOP_BIT  = 4'h9;
    reg [3:0]  STATE, NEXT_STATE;
    reg        rx_data_r;
    reg        rx_data;
    reg [$clog2(CLKS_PER_BAUD):0] baudCounter;
    initial begin
        STATE           = IDLE;
        NEXT_STATE      = IDLE;
        rx_data_r       = 1;
        rx_data         = 1;
        baudCounter     = 0;
        baudCounter     = 0;
    end
    always@(posedge i_clk) begin
        if(!i_rstn) begin
            rx_data_r <= 0;
            rx_data   <= 0;
        end
        else begin
            rx_data_r <= i_rx;
            rx_data   <= rx_data_r;
        end
    end
    always@* begin
        case(STATE)
            IDLE: begin
                NEXT_STATE = (!rx_data) ? RX_BIT_0 : IDLE;
            end
            STOP_BIT: begin
                NEXT_STATE = (baudCounter==0) ? IDLE : STOP_BIT;
            end
            default: begin
                NEXT_STATE = (baudCounter==0) ? (STATE + 1) : STATE;
            end
        endcase
    end
    always@(posedge i_clk) begin
        if(!i_rstn) STATE <= IDLE;
        else STATE <= NEXT_STATE;
    end
    always@(posedge i_clk) begin
        if(!i_rstn) begin
            baudCounter <= 0;
        end
        else begin
            if(STATE == IDLE) begin
                if(!rx_data) begin
                    baudCounter <= CLKS_PER_BAUD+CLKS_PER_BAUD/2-1'b1;
                end
            end 
            else if(baudCounter==0) begin
                if(STATE == STOP_BIT) begin
                    baudCounter <= 0; 
                end
                else begin 
                    baudCounter <= CLKS_PER_BAUD-1; 
                end
            end
            else begin
                baudCounter <= baudCounter-1;
            end
        end
    end
    always@(posedge i_clk) begin
        if(!i_rstn) o_rx_data <= 0;
        else begin
            if((baudCounter == 0) && (STATE != STOP_BIT)) begin
                o_rx_data <= {rx_data, o_rx_data[7:1]};
            end 
            else begin
                o_rx_data <= o_rx_data;
            end
        end
    end
    always@(posedge i_clk) begin
        o_rx_dvalid <= ((baudCounter == 0) && (STATE == STOP_BIT));
    end
endmodule
```
`flow/run.sh`:
```
#!/bin/bash
# OpenROAD 26Q1-2900-gdf79404cd8, Yosys 0.63+post, stock flow scripts
make -C /OpenROAD-flow-scripts/flow DESIGN_CONFIG=/design/flow/config.mk WORK_HOME=/design/flow/orfs finish
```
`flow/config.mk`:
```
export PLATFORM = sky130hd
export DESIGN_NAME = ref_uart_rx
export DESIGN_NICKNAME = ref_uart_rx
export VERILOG_FILES = /design/flow/design.v
export SDC_FILE = /design/flow/constraint.sdc
export NUM_CORES = 4
export LEC_CHECK = 1
export CORE_AREA = 10 10 101 101
export DIE_AREA = 0 0 111 111
```
==> CHANGELOG.md <==
### Implementation results

- Status: completed
- Synth Instances: 159
- Layout cell share with drive strength beyond 1: 0.102
- Main flop type: dfxtp_1
- DIE HEIGHT: 111 µm
- DR vias: 1230
- Yosys stat cell total: 159
- Clock Path Buffers: 2
- Initial antenna violation count: 0
- Largest net degree at the start of global routing: 16
- CP arrival: 2.36 ns
- VDD IR max: 0.161 mV
- Top cells by count: 26 x dfxtp_1, 18 x nand2_1, 15 x nand3_1
- Port Buffers: 11
- Worst setup EP type: register
- TritonCTS clock tree: yes
- Critical Path RT: 3.77 ns
- Drt drc: 0
- DP HPWL: 2340 µm
- First-pass GRT wire length: 5520 µm
- Synth warnings: 1
- Clock buffer count from CTS: 3
- Max Freq: 456 MHz
- Least-Margin Pin Slew: 0.703 ns
- Final ANT Viol Nets: 0
- Setup TNS: 0 ns
- Tmin final: 2.19 ns
- Slew margin rel.: 0.530
- Unique cell types: 49
- Final hold violation count: 0
- Pre-CTS setup slack: 1.47 ns
- Core Area: 8130 µm²
- Gr usage total: 0.0507
- Worst setup SP type: register
- I/O pins: 12
- Post-synthesis sequential area ratio: 0.364
- Final worst path period share: 0.609
- Synthesis area per yosys: 1430 µm²
- Setup Buffers After CTS: 0
- Total grt overflow: 0
- Post-synth EDFFs: 0
- Row cnt: 33
- DIE WIDTH: 111 µm
- Power Density: 384 nW/µm²
- Mean post-synth cell area: 9.00 µm²
- Area Overhead vs Synth: 16.2%
- Final Util: 0.204
- Reg clk slew, reported paths: 0.09 ns
- Leakage power figure: 0.552 nW
- Final Max Tran Viols: 0
- Async S/R FF share, synth: 0
- # diodes: 0
- Post-CTS Hold Buffers: 0
- Die ar.: 12300 µm²
- H-tree depth: 1
- Tool warnings: 28
- Setup slack after layout: 1.41 ns
- Final setup fails: 0
- Initial DRC count: 131
- Flops after synth: 26
- GP Congestion: 0.876
- Root Buffer: clkbuf_8
- Worst-skew pair later-pin latency: 0.27 ns
- Top-area cell share: 0.364
- Largest area contributor in the netlist: dfxtp_1
- Max_cap viols: 0
- DRT Pass-1 Iters: 4
- Drt total wl: 3310 µm
- Vias/cell: 4.52
- TritonCTS Sinks: 26
- CP Max Fanout: 15
- Worst min-delay path category: register to register
- Post-cts repair resize count: 0
- RSZ-0062 raised after global routing: no
- Synthesized area: 1430 µm²
- Clock Skews: 0.00349 ns
- Vias in the first global route: 1121
- Post-synth area hogs: dfxtp_1 36%, a21boi_0 5.8%, nand3_1 5.2%, nand2_1 4.7%, ha_1 4.4%
- FP Util: 0.176
- Wire per inst: 12.2 µm
- Yosys top cell by instances: dfxtp_1
- Crit path kind: register to register
==> power by group <==
part	internal (W)	switching [W]	leakage (nW)	total (W)
Sequential	0.000301	0.0000219	0.212	0.000323
Clock	0.0000979	0.0000940	0.0288	0.000192
Combinational	0.0000517	0.0000721	0.311	0.000124
==> worst max-delay path: stages (launching register included) <==
cell	delay, ns
dfxtp_1	0.36
inv_1	0.10
ha_1	0.17
nor4b_4	0.44
and3_1	0.62
nor4b_1	0.11
o31a_1	0.29
==> path summary, 6_finish.rpt <==
check | cells after the start | slack, ns | endpoint | startpoint
worst max-delay path | 6 | 1.41 | baudCounter[2] | baudCounter[0]
worst min-delay path | 1 | 0.44 | rx_data | rx_data_r
worst max register to register | 6 | 1.41 | baudCounter[2] | baudCounter[0]
worst min register to register | 1 | 0.44 | rx_data | rx_data_r
==> cell type report <==
type | instances | area [µm²]
inverters | 5 | 18.8
flip-flops and latches | 26 | 520
well taps | 105 | 131
fillers | 873 | 6470
repair buffers | 13 | 125
multi-input cells | 119 | 812
clock buffers | 4 | 55.1
==> per-stage QoR <==
stage / hold slack [ns] / cell area [µm²] / cells / total power (W)
after floorplan: 0.412 / 1430 / 159 / 0.000429
after global placement: 0.418 / 1610 / 268 / 0.000452
after detailed placement: 0.430 / 1610 / 268 / 0.000452
after CTS: 0.446 / 1660 / 272 / 0.000644
after global routing: 0.463 / 1660 / 272 / 0.000678
final: 0.441 / 1660 / 272 / 0.000639
==> logic make-up (layout without fill, tap and decap cells) <==
kind of cell             count (synthesis)  in the layout  synth area share
AND-OR/OR-AND                           42             42             0.220
XOR/XNOR                                 2              2            0.0122
adder cells (fa/ha/maj)                  5              5            0.0437
buffers and inverters                   14             22            0.0691
flip-flops                              26             26             0.364
multiplexers                             1              1           0.00699
AND/OR/NAND/NOR                         69             69             0.284
==> state kept, by name, indices dropped and copies added, names as in the netlist <==
register / count
baudCounter: 11
o_rx_data: 8
STATE: 4
o_rx_dvalid: 1
rx_data: 1
rx_data_r: 1
==> layout by cell type, fill, tap and decap left out, drive strengths merged, types with 2 or more instances in the layout <==
cell | Yosys | final
a21boi | 11 | 11
a21oi | 7 | 7
and2 | 2 | 2
and3 | 4 | 4
buf | 4 | 2
clkbuf | 5 | 4
clkdlybuf4s50 | 0 | 11
dfxtp | 26 | 26
ha | 5 | 5
inv | 5 | 5
nand2 | 18 | 18
nand3 | 15 | 15
nand4 | 6 | 6
nor2 | 7 | 7
nor3b | 2 | 2
nor4 | 2 | 2
nor4b | 2 | 2
o21a | 2 | 2
o21ai | 5 | 5
o311a | 3 | 3
o31a | 3 | 3
o31ai | 2 | 2
or4 | 3 | 3
xor2 | 2 | 2
==> per-layer routing <==
layer	share of wire	GRT usage	up-vias
met5	0	0	-
met4	0.019	0.00955	0
met3	0.046	0.00876	4
met2	0.46	0.0818	30
met1	0.47	0.0695	586
li1	-	-	610
Power figures rest on the tool's default switching activity, not on a simulated workload.
